==> /design/flow/design.v <==
module i2c_slave (
    input scl,                      
    inout sda                      
);
parameter READ_ADDRESS = 2'b00;
parameter SEND_ACK1 = 2'b01;
parameter DATA_TRANSFER = 2'b10;
parameter SEND_ACK2 = 2'b11;
localparam slave_address = 7'b1010111;  
reg[1:0] state = READ_ADDRESS;
reg [6:0] address;
reg rw;
reg [7:0] data_in;
reg [7:0] data_out = 8'b11011101;  
reg sda_out = 0;
reg sda_enable = 0;
reg sda_enable_2 = 1;
reg [2:0] count = 7;
reg start = 0;
reg stop = 1;
always @(sda) begin
    if (sda == 0 && scl == 1) begin
      start <= 1;
      stop <= 0;
    end
    if(sda == 1 && scl ==1) begin
      start <= 0;
      stop <= 1; 
    end
end
always @(posedge scl) begin
  if(start) begin
    case(state) 
        READ_ADDRESS : begin
          if(count == 0) begin
            sda_enable_2 <= 1;
            rw <= sda;
            state <= SEND_ACK1;
          end
          else begin
            address[count - 1] <= sda;
            count <= count - 1;
            state <= READ_ADDRESS;
          end
        end
        SEND_ACK1: begin
          if(address == slave_address) begin
            state <= DATA_TRANSFER;
            count <= 7; 
        end
        end
        DATA_TRANSFER: begin
          if(!rw) begin
            data_in[count] <= sda;
            if(count == 0) begin
              state <= SEND_ACK2;
            end
            else begin
              count <= count - 1;
              state <=DATA_TRANSFER;
            end
          end
          else begin
            if(count == 0) begin
              state <= READ_ADDRESS;
            end
            else begin
              count <= count - 1;
              state <= DATA_TRANSFER;
            end
          end
        end
        SEND_ACK2: begin
          state <= READ_ADDRESS;
          sda_enable_2 <= 0;
          count <= 7;
        end
    endcase
  end
  else if(stop) begin
    state <= READ_ADDRESS;
    sda_enable_2 <= 1;
    count <= 7;                  
  end 
end
always @(negedge scl) begin
  case(state) 
    READ_ADDRESS: begin
        sda_enable<= 0;        
    end
    SEND_ACK1 : begin
      if(slave_address == address) begin
        sda_out <= 0;
        sda_enable <= 1;         
      end
      else begin
        sda_enable <= 0;  
      end
    end
    DATA_TRANSFER: begin
      if(!rw) begin
        sda_enable <= 0;          
      end
      else begin
        sda_out <= data_out[count];
        sda_enable <= 1;              
      end
    end
    SEND_ACK2 : begin
      sda_out <= 0;    
      sda_enable <= 1;  
    end
  endcase
end
assign sda = (sda_enable && sda_enable_2) ? sda_out : 1'bz ;  
endmodule
==> /design/flow/run.sh <==
#!/bin/bash
# OpenROAD 26Q1-2900-gdf79404cd8, Yosys 0.63+post, stock flow scripts
make -C /OpenROAD-flow-scripts/flow DESIGN_CONFIG=/design/flow/config.mk WORK_HOME=/design/flow/orfs finish
==> /design/flow/config.mk <==
export PLATFORM = sky130hd
export DESIGN_NAME = i2c_slave
export DESIGN_NICKNAME = i2c_slave
export VERILOG_FILES = /design/flow/design.v
export SDC_FILE = /design/flow/constraint.sdc
export NUM_CORES = 4
export LEC_CHECK = 1
export CORE_AREA = 10 10 85 85
export DIE_AREA = 0 0 95 95
==> /design/flow/constraint.sdc <==
current_design i2c_slave

set clk_period 3.5
set clk_io_pct 0.2

create_clock -name clk0 -period $clk_period [get_ports {scl}]

set non_clock_inputs [all_inputs -no_clocks]
set_input_delay [expr $clk_period * $clk_io_pct] -clock clk0 $non_clock_inputs
set_output_delay [expr $clk_period * $clk_io_pct] -clock clk0 [all_outputs]
==> flow.log <==
[report] implementation figures
[metrics] leading post-synthesis cells by cell area: edfxtp_1, ha_1, mux2_2, nand2_1, inv_1
[metrics] yosys-reported design area after synthesis: 1095 um^2
[metrics] gpl congestion: roughly 0.76
[metrics] Synth Warn #: 2
[metrics] count of port buffers added during placement: 0
[metrics] Chip Width: 95 um
[metrics] EDFF count, synth: 14
[metrics] top comb family, area: simple AND/OR/NAND/NOR gates
[metrics] CTS-repair resized insts: 0
[metrics] xor/xnor share of the synthesized area: 5.486%
[metrics] run status: stopped before the end
[metrics] cell taking the most area after synthesis: edfxtp_1
[metrics] distinct cell type count after synthesis: 32
[metrics] area share of and/or/nand/nor cells after synthesis: 20.46%
[metrics] cell count after placement: around 170
[metrics] post-synthesis area per instance: 11.06 um^2
[metrics] Core Util at FP: 20.00%
[metrics] synthesized netlist cell count: 99
[metrics] stage at which the flow ended: 4_1_cts
[metrics] first logged error message: [error] [KeplerFormal.cpp:679] Workflow failed: Iso has multiple drivers: .sda0, sda$_SDFFCE_NN0P_.Q0
[metrics] most instantiated cells after synthesis: edfxtp_1, ha_1, nand2_1, inv_1, nor3_1
[metrics] row count: 27
[metrics] die height: 95 um
[metrics] prevailing post-synth register cell: edfxtp_1
[metrics] cells in synth_stat.txt: about 99
[metrics] area fraction in mux cells: 7.200%
[metrics] synthesized cell area: roughly 1100 um^2
[metrics] quantity of hold-fixing buffers added after cts: 0
[metrics] number of placed I/O pins: 2
[metrics] asr flop ratio synth: 0%
[metrics] postcts setup bufs: 0
[metrics] placed wire-length estimate after detailed placement: 1332 um
[metrics] most repeated cell in the gate-level netlist after synthesis: edfxtp_1
[metrics] yosys adder share: 13.71%
[metrics] AND-OR/OR-AND Cells, Area Fraction: 8.229%
[metrics] share of the synthesized area in the top cell type: 38.40%
[metrics] flops out of synthesis: 16
-- through the flow --
stage	hold slack, ps	instance area, um^2	worst slack, ps
floorplan	185.9	1095	0
global placement	185.9	1200	0
detailed placement	185.9	1200	0
-- logic make-up after synthesis --
kind of cell,count (synthesis)
AND-OR/OR-AND,10
latches,2
XOR/XNOR,3
adder cells (fa/ha/maj),12
buffers and inverters,11
multiplexers,7
flip-flops,14
AND/OR/NAND/NOR,40
