## flow/design.v

```verilog
module i2c_master(
    input clk,                        
    input arst,                      
    input [6:0] addr,                 
    input [7:0] data_in,             
    input enable,                    
    input rw,                        
    output reg [7:0] data_out,       
    output busy,                     
    output scl,                      
    inout sda                        
);
parameter IDLE = 3'b000;
parameter START = 3'b001;
parameter ADDRESS = 3'b010;
parameter READ_ACK1 = 3'b011;
parameter DATA_TRANSFER = 3'b100;
parameter WRITE_ACK = 3'b101;
parameter READ_ACK2 = 3'b110;
parameter STOP = 3'b111;
reg [2:0] state = IDLE;           
reg [2:0] count = 0;           
reg [7:0] count_2 = 0;
reg i2c_clk = 0;
reg scl_en_clk = 0;
reg [7:0] count_3 = 0;
reg scl_enable = 0;
reg sda_enable = 0;
reg sda_out;
reg [7:0] saved_addr;
reg [7:0] saved_data;
always @(posedge clk) begin
  if(count_2 == 124) begin
    i2c_clk = ~i2c_clk;
    count_2 <= 0;
  end
  else begin
    count_2 <= count_2 + 1;
  end
end
always @(posedge clk) begin
  if(count_3 == 62) begin
    scl_en_clk = ~scl_en_clk;
    count_3 <= 0;
  end
  else begin
    count_3 <= count_3  + 1;
  end
end
always @(negedge scl_en_clk,posedge arst) begin
if(arst) scl_enable <= 0;
else begin
if(state == IDLE || state == START || state == STOP) scl_enable <= 1'b0;
else scl_enable <= 1'b1;
end
end
always @(posedge i2c_clk,posedge arst) begin
  if(arst) begin
    state <= IDLE;
  end
  else begin
    case(state)
      IDLE : begin
        if(enable) begin
          state <= START;
          saved_addr <= {addr,rw};
          saved_data <= data_in;
        end
        else 
        begin
          state <= IDLE;
        end
      end
      START : begin
        state <= ADDRESS;
        count <= 7;
      end
      ADDRESS : begin
        if(count == 0) begin
          state <= READ_ACK1;
        end
        else begin
          count <= count - 1;
          state <= ADDRESS;
        end
      end
      READ_ACK1 : begin
        if(sda == 0) begin
          count <= 7;
          state <= DATA_TRANSFER;
        end
        else begin
          state <= STOP;  
        end
      end
      DATA_TRANSFER : begin
        if(saved_addr[0]) begin
          data_out [count] <= sda;  
          if(count == 0) begin
            state <= WRITE_ACK;
          end
          else begin
            count <= count - 1;
            state <= DATA_TRANSFER;
          end
        end
        else begin
          if(count == 0) begin
            state <= READ_ACK2;
          end
          else begin
            count <= count - 1;
            state <= DATA_TRANSFER;
          end
        end
      end
      WRITE_ACK : begin
        state <= STOP;
      end
      READ_ACK2 : begin
        if(sda == 0 && enable == 1) begin
          state <= IDLE;  
        end
        else begin
          state <= STOP;  
        end
      end
      STOP : begin
        state <= STOP;
      end
    endcase
    end  
  end
  always @(negedge i2c_clk , posedge arst) begin
    if(arst) begin
      sda_out <= 1;
      sda_enable <= 1;
    end
    else begin
      case(state) 
        START : begin
          sda_out <= 0;
          sda_enable <= 1;  
        end
        ADDRESS : begin
          sda_out <= saved_addr[count];
          sda_enable <= 1;  
        end
        READ_ACK1 : begin
          sda_enable <= 0;  
        end
        DATA_TRANSFER : begin
          if(saved_addr[0]) begin
            sda_enable <= 0;
          end
          else begin
            sda_out <= saved_data[count];
            sda_enable <= 1;
          end
        end
        WRITE_ACK : begin
          sda_enable <= 1;  
          sda_out <= 0;  
        end
        READ_ACK2 : begin
          sda_enable <= 0;  
        end
        STOP : begin
          sda_out <= 1;  
          sda_enable <= 1;  
        end
      endcase
    end
  end
  assign scl = scl_enable ? i2c_clk : 1'b1;
  assign sda = sda_enable ? sda_out : 'bz;   
  assign busy = (state == IDLE) ? 1'b0 : 1'b1;  
endmodule
```

## flow/run.sh

```bash
#!/bin/bash
# OpenROAD 26Q1-2900-gdf79404cd8, Yosys 0.63+post, stock flow scripts
make -C /OpenROAD-flow-scripts/flow DESIGN_CONFIG=/design/flow/config.mk WORK_HOME=/design/flow/orfs finish
```

## flow/config.mk

```make
export PLATFORM = sky130hd
export DESIGN_NAME = i2c_master
export DESIGN_NICKNAME = i2c_master
export VERILOG_FILES = /design/flow/design.v
export SDC_FILE = /design/flow/constraint.sdc
export NUM_CORES = 4
export LEC_CHECK = 1
export CORE_UTILIZATION = 40
```

## flow/constraint.sdc

```tcl
current_design i2c_master

set clk_period 2.2
set clk_io_pct 0.2

create_clock -name clk0 -period $clk_period [get_ports {clk}]

set non_clock_inputs [all_inputs -no_clocks]
set_input_delay [expr $clk_period * $clk_io_pct] -clock clk0 $non_clock_inputs
set_output_delay [expr $clk_period * $clk_io_pct] -clock clk0 [all_outputs]
```

==> run notes <==
The flow did not finish. The flow stopped in 4_1_cts. The tool reported: "[error] [KeplerFormal.cpp:679] Workflow failed: Iso has multiple drivers: .sda0, sda$_DFFE_NP1P_.Q0". The H-tree level count is 1, and the number of register pins that no clock reaches is 32. The run gives 10.0% for the proportion of synthesized flip-flops having asynchronous set or reset. In the Yosys report, the sequential cells make up 58.1% of the chip area.

Gates resized during post-CTS repair numbered 0. After synthesis the netlist holds a flip-flop and latch count of 50. The number of placed I/O pins came out at 30. Yosys printed 2 warnings.

The floorplan has 27 rows. The run gives 196 for the number of cells in Yosys stat. After clock tree synthesis, the flow added hold-fix buffers numbering 0. The number of setup buffers added after CTS is 0. The logs give 2640 µm² for the standard cell area after detailed placement and 69 for the count of endpoints without a timing constraint. According to the Yosys statistics, the synthesized design has a chip area of 2270 µm².

Counting the buffers created by CTS gives 3. After legalization and detailed placement, the total HPWL measured 2560 µm. The die is 77.3 µm tall.

The synthesized design contains 29 enable-type register cells. In the synthesized netlist the dominant register cell turns out to be edfxtp_1. The run gives 2270 µm² for the synthesized area.

The logs give 2 for the buffer depth of the longest clock path and 40 for the number of distinct standard cells referenced by the synthesized netlist. The tools report the effective utilization at floorplan as 41.4%. The floorplan step set the die width to 77.3 µm. The count of port buffers added during placement is 28, and the final weighted congestion of routability-driven global placement is 0.798.

In this run the mean area of a mapped cell was 11.6 µm². Counting every instance in the synthesized netlist gives 196. The cell at the root of the clock tree is clkbuf_8.
## logic make-up after synthesis
logic type	count (synthesis)	share of synthesized area (%)
simple gates	69	15.7
flops	50	58.1
compound gates	28	7.34
buf+inv	22	3.70
xor+xnor	12	4.63
fa+ha+maj	9	4.96
mux	6	5.63
## metrics by stage
| step | setup slack [ps] | cells |
|---|---|---|
| detailed placement | 849 | 293 |
| floorplan | 769 | 196 |
| global placement | 844 | 293 |
## synthesized netlist by cell type (2+ instances only)
| cell type | count | area (µm²) |
|---|---|---|
| a21oi_1 | 3 | 15.0 |
| and3_1 | 5 | 31.3 |
| clkbuf_1 | 5 | 18.8 |
| dfrtp_1 | 3 | 75.1 |
| dfxtp_1 | 16 | 320 |
| edfxtp_1 | 29 | 871 |
| ha_1 | 9 | 113 |
| inv_1 | 16 | 60.1 |
| mux2_2 | 2 | 22.5 |
| mux4_1 | 4 | 105 |
| nand2_1 | 13 | 48.8 |
| nand2b_1 | 2 | 12.5 |
| nand3_1 | 11 | 55.1 |
| nor2_1 | 22 | 82.6 |
| nor2b_1 | 3 | 18.8 |
| nor3_1 | 5 | 25.0 |
| o21ai_0 | 15 | 75.1 |
| xnor2_1 | 5 | 43.8 |
| xor2_1 | 7 | 61.3 |
